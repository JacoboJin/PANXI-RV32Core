==> /design/flow/design.v <==
module sp_ram #(
    parameter ADDR_WIDTH = 8,
    parameter DATA_WIDTH = 32,
    parameter NUM_WORDS  = 256
)(
    input  logic                    clk_i,
    input  logic                    en_i,
    input  logic [ADDR_WIDTH-1:0]   addr_i,
    input  logic [DATA_WIDTH-1:0]   wdata_i,
    output logic [DATA_WIDTH-1:0]   rdata_o,
    input  logic                    we_i,
    input  logic [DATA_WIDTH/8-1:0] be_i
);
    localparam words = NUM_WORDS/(DATA_WIDTH/8);
    logic [DATA_WIDTH/8-1:0][7:0] mem [words];
    logic [DATA_WIDTH/8-1:0][7:0] wdata;
    logic [ADDR_WIDTH-1-$clog2(DATA_WIDTH/8):0] addr;
    assign addr = addr_i[ADDR_WIDTH-1:$clog2(DATA_WIDTH/8)];
    integer i;
    always @(posedge clk_i) begin
        if (en_i && we_i) begin
            for (i=0; i<DATA_WIDTH/8; i++) begin
                if (be_i[i]) begin
                    mem[addr][i] <= wdata[i];
                end
            end
        end
        rdata_o <= mem[addr];
    end
    genvar w;
    generate 
        for(w=0; w<DATA_WIDTH/8; w++) begin
            assign wdata[w] = wdata_i[(w+1)*8-1:w*8];
        end
    endgenerate
endmodule
==> /design/flow/run.sh <==
#!/bin/bash
# OpenROAD 26Q1-2900-gdf79404cd8, Yosys 0.63+post, stock flow scripts
make -C /OpenROAD-flow-scripts/flow DESIGN_CONFIG=/design/flow/config.mk WORK_HOME=/design/flow/orfs finish
==> /design/flow/config.mk <==
export PLATFORM = sky130hd
export DESIGN_NAME = sp_ram
export DESIGN_NICKNAME = sp_ram
export VERILOG_FILES = /design/flow/design.v
export SDC_FILE = /design/flow/constraint.sdc
export NUM_CORES = 4
export LEC_CHECK = 1
export CORE_UTILIZATION = 40
==> /design/flow/constraint.sdc <==
current_design sp_ram

set clk_period 41.6
set clk_io_pct 0.2

create_clock -name clk0 -period $clk_period [get_ports {clk_i}]

set non_clock_inputs [all_inputs -no_clocks]
set_input_delay [expr $clk_period * $clk_io_pct] -clock clk0 $non_clock_inputs
set_output_delay [expr $clk_period * $clk_io_pct] -clock clk0 [all_outputs]
==> out/highlights.md <==
### Critical path
- slowest cell on the critical path: nor4_1
- delay of the slowest critical-path stage: 0.80 ns
- kind of launch point of the worst setup path: input port
- arrival time at the worst endpoint: 13.20 ns
- Cell Chain, Critical Path: buf_8, buf_4, buf_4, and2_4, buf_12, buf_4, a22oi_1, o21ai_0, a211oi_1, nor4_1, o2111ai_1
- biggest fanout along the worst timing path: 66
- capturing element type of the critical path: register
- setup slack of the worst register-to-register path: 38.72 ns
- Worst EP required: 42.16 ns
- cell repeated most along the worst path: buf_4
- Setup Crit Path Kind: in2reg

### Cells and area
- FILL cells: 16529
- most frequently placed logic cells in the final layout: edfxtp_1, nor2_1, mux2i_1
- area of combinational cells with multiple inputs: 0.0162 mm²
- relative area change from synthesis to final layout: 13.3%
- most frequently placed logic cell in the final layout: edfxtp_1
- Sequential cell area: 0.0621 mm²
- share of cells above drive strength 1: 0.153
- post-layout utilization of the core: 0.457

### Synth
- warning count from the yosys run: 1
- async set or reset register ratio after synthesis: 0
- gate count of the mapped netlist: 4596
- distinct cell type count of the synthesized netlist: 60
- Mapped Avg Cell Area: 17.4 µm²
- yosys synthesis chip area: 0.0799 mm²
- cells taking the most area after synthesis: edfxtp_1, mux2i_1, a22oi_1
- main flop type: edfxtp_1
- number of register bits inferred by synthesis: 2080
- number of synthesized flops with an enable pin: 2048
- cell type with the highest aggregate area in the netlist: edfxtp_1
- area share of the leading cell type in the synthesized netlist: 0.770
- sequential share of the synthesized area: 0.778
- number of cells in the yosys synthesis report: 4596
- Netlist Area Pre-Place: 0.0799 mm²

### CTS
- Post-CTS Setup Repair Bufs: 0
- CTS tree: yes
- count of cells resized by post-cts repair: 0
- hold bufs inserted after CTS: 0
- buffer depth of the longest clock path: 3
- Reg clk slew, reported paths: 0.06 ns
- number of clock buffers inserted by TritonCTS: 200
- source-to-sink clock delay at the later pin of the worst-skew pair: 0.85 ns
- CTS sink count: 2080
- clock root buffer master: clkbuf_16
- H-tree depth: 4

### Floorplanning
- y dimension of the die: 449 µm
- I/O pin cnt: 79
- Cell Rows: 163
- core region area: 0.198 mm²
- overall die width: 449 µm
- area of the die: 0.201 mm²
- Init Core Util: 0.404

### Global route
- GRT overflow: 0
- initial antenna violation count: 26
- global-route wire length before repair: 341000 µm
- vias in the first global route: 46610
- pin count of the biggest net entering global routing: 85
- GRT Resource Usage Total: 0.263

### Power and ir drop
- clock network power share: 0.414
- power spent charging and discharging nets: 939 µW
- Leakage Power: 0.0283 µW
- combinational group share of total power: 0.055
- sequential fraction of design power: 0.531
- power density over the cells: 48.1 mW/mm²
- switching part of the total: 0.216
- power after layout: 4350 µW
- internal power component: 3420 µW
- Worst IR Drop VDD: 0.0000477 V

### Placed design
- post-DP HPWL: 151000 µm
- Post-Place Worst Slack: 28.35 ns
- GPL Wtd Cong: 0.963
- count of buffers from port buffering: 76

### Drt
- initial drt markers: 3433
- DRC errors left: 0
- First-pass DRT Iterations: 6
- Antenna Violating Nets Remaining: 0
- routed length per instance: 31.9 µm
- vias per inst: 5.88
- final WL: 243000 µm
- DR vias: 44695

### Flow run
- tool warnings: 28
- max_cap viols: 0

### STA
- Final Max Tran Viols: 0
- actual transition at the worst max-transition pin: 1.14 ns
- Fmax: 79.1 MHz
- worst clock skew on the final layout: 0.0364 ns
- Worst Slack Setup Final: 28.95 ns
- Setup TNS Final: 0 ns
- final hold vios: 0
- final cycle utilization of the critical path: 0.304
- post-route minimum period: 12.65 ns
- Setup Viol. Count Final: 0
- Slew HR: 0.233
- RSZ-0062 raised after global routing: false

### Run status
- outcome: finished, final reports clean

### Worst hold path
- Hold Path Class: reg2reg

==> critical path: cells and delay by family <==
family | cells | cell delay, ns
buffers and inverters | 5 | 2.42
and+or+nand+nor | 2 | 1.29
AOI/OAI and AO/OA | 4 | 0.95
==> layout make-up <==
type                       count  share of cell area
multi-input combinational   2185               0.179
antenna                       42             0.00116
inverter                       4            0.000208
clock buffer                 270              0.0615
clock inverter                97              0.0106
tap                         2640              0.0365
timing repair buffer         279              0.0243
sequential                  2080               0.687
==> sequential cells by signal, indices dropped and copies added, names as in the netlist <==
name	count
mem	2048
rdata_o	32
==> power groups by stage <==
| stage | clock network [µW] | logic (µW) | registers (µW) |
|---|---|---|---|
| CTS | 1820 | 237 | 2310 |
| global route | 1900 | 252 | 2310 |
| finish | 1800 | 239 | 2310 |
==> routing by layer <==
metal,share of wire,GRT usage,vias up
li1,-,-,19047
met1,0.31,0.299,22319
met2,0.45,0.370,2775
met3,0.17,0.198,532
met4,0.058,0.124,22
met5,0.0038,0.0301,-
==> per-stage QoR <==
stage	hold slack, ns	area (µm²)	std cells
6_report	0.689	90400	7597
5_1_grt	0.723	90400	7585
4_1_cts	0.700	90300	7555
3_5_place_dp	0.690	83800	7188
3_3_place_gp	0.686	83800	7188
2_1_floorplan	0.548	79900	4596
==> path summary, 6_finish.rpt <==
path | end | cells after the start | start
min | rdata_o[15] | 4 | mem[54][15]
max | rdata_o[27] | 11 | addr_i[3]
max reg2reg | rdata_o[18] | 6 | mem[30][18]
min reg2reg | rdata_o[15] | 4 | mem[54][15]
==> synth_stat cells (27+ instances only) <==
master / count
edfxtp_1: 2048
nor2_1: 401
mux2i_1: 287
a22oi_1: 281
a21oi_1: 182
a221oi_1: 178
clkbuf_1: 128
nand2_1: 127
buf_2: 115
mux2_2: 114
o22ai_1: 113
o21ai_0: 100
mux4_2: 66
a31oi_1: 54
o221ai_1: 36
buf_4: 32
dfxtp_1: 32
a22o_1: 29
buf_1: 27
==> cells by family (layout without fill, tap and decap cells) <==
family / count (synthesis) / count (layout) / synth area share
compound gates: 1077 / 1077 / 0.0955
buf+inv: 331 / 650 / 0.0212
flops: 2080 / 2080 / 0.778
mux: 482 / 482 / 0.0728
other cells: 0 / 42 / 0
simple gates: 626 / 626 / 0.0324
Power is estimated from default activity; no workload was simulated.
