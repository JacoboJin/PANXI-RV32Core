==> /design/flow/design.v <==
`timescale 1ps/1ps
module panxi_pc(
    input  wire                             clk         ,
    input  wire                             rst         ,
    input  wire  [32-1:0]            jmp_addr_xi ,
    input  wire                             jmp_en_xi   ,
    input  wire  [4-1:0]          hold_flag_xi,
    input  wire                             rst_jtag_xi ,
    output wire  [32-1:0]            inst_addr_xo
);
    reg [32-1:0] pc_ptr;
    always @(posedge clk) begin
        if(rst == 1'b1 || rst_jtag_xi == 1'b1) begin
            pc_ptr <= 32'h0;
        end
        else if(jmp_en_xi == 1'b1) begin
            pc_ptr <= jmp_addr_xi;
        end
        else if(hold_flag_xi == 4'b0001) begin
            pc_ptr <= pc_ptr;
        end
        else begin
            pc_ptr <= pc_ptr + 32'd4;
        end
    end
    assign inst_addr_xo = pc_ptr;
endmodule
==> /design/flow/run.sh <==
#!/bin/bash
# OpenROAD 26Q1-2900-gdf79404cd8, Yosys 0.63+post, stock flow scripts
make -C /OpenROAD-flow-scripts/flow DESIGN_CONFIG=/design/flow/config.mk WORK_HOME=/design/flow/orfs finish
==> /design/flow/config.mk <==
export PLATFORM = sky130hd
export DESIGN_NAME = panxi_pc
export DESIGN_NICKNAME = panxi_pc
export VERILOG_FILES = /design/flow/design.v
export SDC_FILE = /design/flow/constraint.sdc
export NUM_CORES = 4
export LEC_CHECK = 1
export CORE_AREA = 10 10 110 110
export DIE_AREA = 0 0 120 120
==> /design/flow/constraint.sdc <==
current_design panxi_pc

set clk_period 5.0
set clk_io_pct 0.2

create_clock -name clk0 -period $clk_period [get_ports {clk}]

set non_clock_inputs [all_inputs -no_clocks]
set_input_delay [expr $clk_period * $clk_io_pct] -clock clk0 $non_clock_inputs
set_output_delay [expr $clk_period * $clk_io_pct] -clock clk0 [all_outputs]
==> flow_summary.ini <==
; synthesis and place-and-route metrics
[sta]
finalSetupViolCount = 0
post-route-period-util_pct = 52.2
tns_ns = 0
fmax_ghz = 0.383
report.final.hold_viol_count = 0
slew_headroom_pct = 67.9
tightest_slew_ns = 0.481
fin_crit_ns = 2.61
drv_slew = 0
rsz0062_at_grt = false
clock_skew_ns = 0.00426

[logic_synthesis]
synth_top_area_share_pct = 35.9
yosys.area.top_type = dfxtp_1
synth.distinct_cells = 34
synthTopCellsByArea = dfxtp_1, xnor2_1, a21oi_1
yosysChipArea_sq_um = 1780
yosys-stat-cells = 213
syn_area_per_cell_sq_um = 8.38
synth_seq_share_pct = 35.9
synth_warnings = 1
synth_area_sq_um = 1780
ys.flops = 32
syn-instance-count = 213

[clock_tree]
ctsHoldBuffers = 0
clk_latency_ns = 0.28
post_cts_buffers = 0
clock_sinks = 32
htree_levels = 2
cts_tree = built
root_buffer = clkbuf_8
clock_path_buffers = 2
clkTransAtPathRegs_ns = 0.06
cts_buffers = 5
cts_resized = 0

[drt]
vias = 1701
ant_nets = 0
dr.pass1.iters = 4
drt-initial-drc-count = 101
antennaDiodeCount = 0
drcViolationCount = 0
wl_mm = 5.78
wl_per_cell_um = 14.0
routed_via_density = 4.12

[min_path]
hp-class = reg -> reg

[worst_setup_path]
required_ns = 5.17
path_cells = clkdlybuf4s50_1, inv_1, buf_4, mux2i_1, nor2_1
start_kind = primary input
crit_path_end_kind = register
critical_path_buf_inv_count = 3
critical_path_class = in -> reg
cpLargestDelayFamily = buffers and inverters
crit_path_max_incr_delay_ns = 0.66
slowest_stage = clkdlybuf4s50_1
path_max_fanout = 30
crit_arrival_ns = 2.78

[layout]
syn_to_final_growth_pct = 50.7
final_area_sq_um = 2690
top_regs = pc_ptr: 32 flops
largest_reg_flops = 32
regMostFlops = pc_ptr
drive_above_1_share_pct = 6.07

[floorplanning]
num_rows = 36
chipArea_sq_um = 14400
die_x_um = 120
io_pins = 72
initCoreUtil_pct = 18.3
die_h_um = 120
core_area_sq_um = 9770

[placement]
gp_congestion = 0.839
postPlaceCellArea_sq_um = 2600
port_buffers = 71
dp_hpwl_mm = 4.56

[grt]
grt_max_degree = 31
grt_overflow = 0
grt_pass1_wl_mm = 9.22
first_global_vias = 1693
grt_use_total_pct = 7.91
antenna_found_initial = 0

[run]
tool_warnings = 25
drv_cap = 0

[run_status]
status = complete, no violations

[power]
p_per_area_nw_per_um2 = 211
worst_ir_drop_vdd_mv = 0.121
leakage_nw = 0.884
total_power_w = 0.000567
[worst min-delay path, cell delays in order (launching register included)]
cell and delay (ns):
dfxtp_1 0.33, mux2i_1 0.07, nor2_1 0.08
[cells in the mapped netlist, drive strengths merged]
| master | n |
|---|---|
| a21oi | 25 |
| buf | 6 |
| o22ai | 2 |
| nor4b | 1 |
| xor2 | 12 |
| mux2i | 6 |
| and4 | 6 |
| and3 | 8 |
| nor3b | 1 |
| dfxtp | 32 |
| nor2b | 1 |
| or2 | 1 |
| o21ai | 25 |
| nor4 | 2 |
| and2 | 3 |
| nor3 | 8 |
| inv | 2 |
| nand4 | 7 |
| a31oi | 1 |
| or4b | 1 |
| nand2 | 13 |
| nor2 | 12 |
| nand3 | 14 |
| xnor2 | 15 |
| clkbuf | 8 |
| ha | 1 |
[path summary, 6_finish.rpt]
| kind | startpoint | to | slack [ns] | depth (start not counted) |
|---|---|---|---|---|
| worst max-delay path | jmp_en_xi | pc_ptr[4] | 2.39 | 5 |
| worst min-delay path | pc_ptr[0] | pc_ptr[0] | 0.51 | 2 |
| worst max register to register | pc_ptr[11] | pc_ptr[31] | 3.16 | 5 |
| worst min register to register | pc_ptr[0] | pc_ptr[0] | 0.51 | 2 |
[cells by family (layout without fill, tap and decap cells)]
family,after synthesis,after routing,share of synthesized area (%)
xor gates and xnor gates,27,27,13.3
muxes,6,6,3.37
AOI/OAI and AO/OA,53,53,15.1
and+or+nand+nor,78,78,26.9
buffers and inverters,16,83,4.77
DFF,32,32,35.9
adders and majority gates,1,1,0.701
[cells in the final DEF, fill, tap and decap left out, types with 2 or more instances in the layout]
cell type	count
a21oi_1	25
and2_1	3
and3_1	8
and4_1	5
buf_4	2
clkbuf_1	2
clkbuf_8	6
clkdlybuf4s50_1	71
dfxtp_1	32
inv_1	2
mux2i_1	6
nand2_1	13
nand3_1	13
nand4_1	5
nor2_1	12
nor3_1	8
o21ai_0	24
o22ai_1	2
xnor2_1	15
xor2_1	12
[power by group]
group	switching (W)	total, W	internal (W)
clock network	0.0000906	0.000203	0.000112
registers	0.0000130	0.000279	0.000266
logic	0.0000282	0.0000856	0.0000574
total	0.000132	0.000567	0.000435
[final cells by class]
cell class                      count  area, sq um
Fill cell                        1046         7090
Sequential cell                    32          641
Tap cell                          133          166
Multi-Input combinational cell    165         1060
Clock buffer                        8         90.1
Inverter                            2         7.51
Timing Repair Buffer               73          726
[metrics by stage]
stage               util (%)  instances  setup WS [ns]  hold WS, ns
floorplan                  -        213           2.65        0.437
finish                  27.5        413           2.39        0.513
CTS                     27.5        413           2.38        0.518
detailed placement      26.6        405           2.07        0.492
global placement        26.6        405           2.13        0.478
global route            27.5        413           2.26        0.549
[per-layer routing]
layer	vias to the layer above	track usage (%)	wire length [um]
met5	-	0	0
met1	745	10.7	2660
met3	5	3.52	566
met2	54	11.9	2510
li1	897	-	-
met4	0	0.679	40
