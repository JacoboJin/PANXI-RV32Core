[design.v]
module dp_ram #(
    parameter ADDR_WIDTH = 8
)(
    input  logic                   clk_i     ,
    input  logic                   en_a_i    ,  
    input  logic [ADDR_WIDTH-1:0]  addr_a_i  ,  
    input  logic [31:0]            wdata_a_i ,
    output logic [31:0]            rdata_a_o ,
    input  logic                   we_a_i    ,
    input  logic [3:0]             be_a_i    ,
    input  logic                   en_b_i    ,
    input  logic [ADDR_WIDTH-1:0]  addr_b_i  ,
    input  logic [31:0]            wdata_b_i ,
    output logic [31:0]            rdata_b_o ,
    input  logic                   we_b_i    ,
    input  logic [3:0]             be_b_i
);
    localparam words = 2**ADDR_WIDTH;
    logic [3:0][7:0] mem[words];
    always @(posedge clk_i) begin
        if (en_a_i && we_a_i) begin
            if (be_a_i[0]) begin
                mem[addr_a_i][0] <= wdata_a_i[7:0];
            end 
            if (be_a_i[1]) begin
                mem[addr_a_i][1] <= wdata_a_i[15:8];
            end
            if (be_a_i[2]) begin
                mem[addr_a_i][2] <= wdata_a_i[23:16];
            end
            if (be_a_i[3]) begin
                mem[addr_a_i][3] <= wdata_a_i[31:24];
            end
        end
    rdata_a_o <= mem[addr_a_i];
        if (en_b_i && we_b_i) begin
            if (be_b_i[0]) begin
                mem[addr_b_i][0] <= wdata_b_i[7:0];
            end
            if (be_b_i[1]) begin
                mem[addr_b_i][1] <= wdata_b_i[15:8];
            end
            if (be_b_i[2]) begin
                mem[addr_b_i][2] <= wdata_b_i[23:16];
            end
            if (be_b_i[3]) begin
                mem[addr_b_i][3] <= wdata_b_i[31:24];
            end
        end
    rdata_b_o <= mem[addr_b_i];
    end
endmodule
[constraint.sdc]
current_design dp_ram

set clk_period 48.0
set clk_io_pct 0.2

create_clock -name clk0 -period $clk_period [get_ports {clk_i}]

set non_clock_inputs [all_inputs -no_clocks]
set_input_delay [expr $clk_period * $clk_io_pct] -clock clk0 $non_clock_inputs
set_output_delay [expr $clk_period * $clk_io_pct] -clock clk0 [all_outputs]
[run.sh]
#!/bin/bash
# OpenROAD 26Q1-2900-gdf79404cd8, Yosys 0.63+post, stock flow scripts
make -C /OpenROAD-flow-scripts/flow DESIGN_CONFIG=/design/flow/config.mk WORK_HOME=/design/flow/orfs finish
[config.mk]
export PLATFORM = sky130hd
export DESIGN_NAME = dp_ram
export DESIGN_NICKNAME = dp_ram
export VERILOG_FILES = /design/flow/design.v
export SDC_FILE = /design/flow/constraint.sdc
export NUM_CORES = 4
export LEC_CHECK = 1
export CORE_UTILIZATION = 40
export SYNTH_MEMORY_MAX_BITS = 65536
==> flow_metrics.tcl <==
# collected from the flow reports
set metrics [dict create \
    status "complete, but fails checks" \
    clk_latency_ps 1280 \
    drive_gt1_share_pct 54.1 \
    crit_required_ps 49110 \
    root_buffer "clkbuf_16" \
    rsz0062_at_grt "false" \
    top_area_cell "edfxtp_1" \
    grt_first_pass_wirelength_mm 2620 \
    drv_slew 1 \
    cp_top_family "buffers and inverters" \
    cp.arrival_ps 17770 \
    finalNonFillerCells 46600 \
    grt_use_total_pct 33.4 \
    worstSetupEndpointType "register" \
    fin_skew_ps 151 \
    numPortBuffers 156 \
    drt-initial-drc-count 23100 \
    core-area_mm2 1.20 \
    crit_fanout 70 \
    synth_flops 8256 \
    synth-main-ff-cell "edfxtp_1" \
    antenna_found_initial 226 \
    cts_tree "done" \
    h-tree-depth 6 \
    crit_type "input port to register" \
    utilization_pct 44.8 \
    synth_async_sr_flop_share_pct 0 \
    io_pins 157 \
    postSynthCellCount 30000 \
    die_h_mm 1.10 \
    grt-ovfl-total 0 \
    vias_per_cell 6.66 \
    path_buffers 10 \
    tns_ps 0 \
    clock_sinks 8256 \
    fin_crit_ps 16660 \
    fmax_ghz 0.0600 \
    grt_pass1_vias 329000 \
    ir_drop_v 0.0000384 \
    dpl_worst_slack_ps 29920 \
    combGateArea_mm2 0.221 \
    area_delta_synth_final_pct 11.5 \
    p_per_area_mw_per_mm2 31.6 \
    yosys.cell_types.count 27 \
    dieArea_mm2 1.21 \
    stdcell_area_mm2 0.537 \
    grt_start_max_net_pins 103 \
    dp_cells 44600 \
    setup_slack_ps 31340 \
    ant_nets 0 \
    cpMostUsedCell "buf_4" \
    place_area_mm2 0.507 \
    rows 402 \
    relSlewSlack_pct -1.20 \
    wl_mm 1890 \
    fin_crit_sh_pct 34.7 \
    path_cells "buf_16 -> buf_4 -> buf_4 -> buf_4 -> buf_4 -> buf_4 -> buf_4 -> buf_12 -> buf_4 -> mux4_2 -> a22oi_1 -> a21oi_1 -> o41ai_1 -> buf_4 -> nand4_1" \
    clkTransAtPathRegs_ps 70 \
    netlist_area_mm2 0.482 \
    warnings 40 \
    ys_seq_share_pct 51.3 \
    first_pass_iters 8 \
    cts_resized 0 \
    flop_area_mm2 0.247 \
    avgSynthCellArea_um2 16.1 \
    max-cap-violations 1 \
    wire_per_inst_um 40.6 \
    topCellsByArea "edfxtp_1 51%, mux2_2 19%, mux4_2 19%" \
    yosys_cells 30000 \
    cpPeakStageDelay_ps 1210 \
    setup_viol 0 \
    yosysWarnings 1 \
    place_congestion 1.01 \
    synth.top_cell.area_share_pct 51.0 \
    drcViolationCount 0 \
    violations "capacitance limit, slew limit" \
    worstMarginPinSlew_ps 1500 \
    fillerInstances 102000 \
    cts_buffer_depth 5 \
    die_x_mm 1.10 \
    fp-utilization_pct 40.2 \
    report.final.hold_viol_count 0 \
    common_cells "8192 x edfxtp_1, 8192 x mux2_2, 4096 x mux4_2, 2958 x clkbuf_1, 2048 x a22oi_1" \
    cts_hold_buf 0 \
    leakagePower_nw 168 \
    hp-class "register to register" \
    vias 310000 \
    postCtsSetupBuffers 0 \
    cp-start-kind "input port" \
    edf_count 8192 \
    cts_inserted_buffers 914 \
    cp_slowest_cell "o41ai_1" \
    ys_area_mm2 0.482 \
    hpwlAfterDp_mm 1240 \
]
final timing paths:
| kind | start | end | slack (ps) | depth (start not counted) |
|---|---|---|---|---|
| setup / recovery | addr_a_i[0] | rdata_a_o[0]$_DFF_P_ | 31340 | 15 |
| hold / removal | mem[42][25]$_DFFE_PP_ | rdata_b_o[25]$_DFF_P_ | 930 | 5 |
| setup reg to reg | mem[111][13]$_DFFE_PP_ | rdata_a_o[13]$_DFF_P_ | 44470 | 6 |
| hold reg to reg | mem[42][25]$_DFFE_PP_ | rdata_b_o[25]$_DFF_P_ | 930 | 5 |
worst reg2reg max path: cells and delay by family, from the launching register on:
kind,cells,cell delay (ps)
and+or+nand+nor,1,100
AOI/OAI and AO/OA,3,2030
DFF,1,390
buffers and inverters,1,280
muxes,1,490
cells by family after synthesis:
family	after synthesis	synth area share, %
simple gates	1367	1.31
buf+inv	3763	3.22
compound gates	4352	5.88
mux	12300	38.3
flops	8256	51.3
metal layers:
layer / wire length (um) / track usage (%)
met2: 834000 / 46.2
met1: 590000 / 38.1
met4: 146000 / 19.9
met3: 315000 / 23.5
met5: 5750 / 3.59
placed cells by master, fill, tap and decap left out, types with 89 or more instances in the layout:
cell and n:
a21oi_1 1024, a22oi_1 2048, buf_4 2144, bufinv_16 95
clkbuf_1 164, clkbuf_16 925, clkinv_1 223, clkinv_2 181
diode_2 346, edfxtp_1 8192, mux2_2 8192, mux4_2 4096
nand2_1 670, nor2_2 295, o21ai_0 656, o22ai_1 364
o41ai_1 167, o41ai_2 89
state kept, by name, indices dropped and copies added, names as in the netlist:
name       flops
mem         8192
rdata_a_o     32
rdata_b_o     32
metrics by stage:
stage	hold WS [ps]	total power, mW
global route	975	17.3
detailed placement	939	9.93
floorplan	840	9.21
global placement	943	9.92
finish	926	17.0
CTS	917	17.0
cell type report:
class / instances / area share [%]
Tap cell: 16000 / 3.72
Antenna cell: 346 / 0.161
Timing Repair Buffer: 2340 / 3.50
Clock buffer: 1097 / 4.44
Sequential cell: 8256 / 46.0
Clock inverter: 585 / 1.07
Multi-Input combinational cell: 18000 / 41.1
power breakdown:
part	leakage, nW	internal, mW	switching (mW)	total (mW)
Clock	14.5	4.04	3.10	7.14
Sequential	74.1	7.94	0.0388	7.98
Combinational	79.3	0.714	1.14	1.85
Total	168	12.7	4.27	17.0
Power figures rest on the tool's default switching activity, not on a simulated workload.
